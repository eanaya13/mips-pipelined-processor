[run.sh]
#!/bin/bash
# OpenROAD 26Q1-2900-gdf79404cd8, Yosys 0.63+post, stock flow scripts
make -C /OpenROAD-flow-scripts/flow DESIGN_CONFIG=/design/flow/config.mk WORK_HOME=/design/flow/orfs finish
[constraint.sdc]
current_design ID_pipe_stage

set clk_period 15.5
set clk_io_pct 0.2

create_clock -name clk0 -period $clk_period [get_ports {clk}]

set non_clock_inputs [all_inputs -no_clocks]
set_input_delay [expr $clk_period * $clk_io_pct] -clock clk0 $non_clock_inputs
set_output_delay [expr $clk_period * $clk_io_pct] -clock clk0 [all_outputs]
[design.v]
`timescale 1ns / 1ps
module ID_pipe_stage(
    input  clk, reset,
    input  [9:0] pc_plus4,
    input  [31:0] instr,
    input  mem_wb_reg_write,
    input  [4:0] mem_wb_write_reg_addr,
    input  [31:0] mem_wb_write_back_data,
    input  Data_Hazard,
    input  Control_Hazard,
    output [31:0] reg1, reg2,
    output [31:0] imm_value,
    output [9:0] branch_address,
    output [9:0] jump_address,   
    output branch_taken,
    output [4:0] destination_reg, 
    output mem_to_reg,
    output [1:0] alu_op,
    output mem_read,  
    output mem_write,
    output alu_src,
    output reg_write,
    output jump
);
    wire control_reg_dst, control_branch;
    wire hazard_selector;
    wire temp_mem_to_reg, temp_mem_read, temp_mem_write, temp_alu_src, temp_reg_write;
    wire [31:0] temp_reg1, temp_reg2, temp_imm_value;
    wire [1:0] temp_alu_op;
    control controller(
        .reset(reset),
        .opcode(instr[31:26]),
        .reg_dst(control_reg_dst),
        .mem_to_reg(temp_mem_to_reg),
        .alu_op(temp_alu_op),
        .mem_read(temp_mem_read),
        .mem_write(temp_mem_write),
        .alu_src(temp_alu_src),
        .reg_write(temp_reg_write),
        .branch(control_branch),
        .jump(jump)
    );
    register_file rf(
        .clk(clk),
        .reset(reset),
        .reg_write_en(mem_wb_reg_write),
        .reg_write_dest(mem_wb_write_reg_addr),
        .reg_write_data(mem_wb_write_back_data),
        .reg_read_addr_1(instr[25:21]),
        .reg_read_addr_2(instr[20:16]),
        .reg_read_data_1(temp_reg1),
        .reg_read_data_2(temp_reg2)
    );
    mux2 #(.mux_width(5)) dest_mux(
        .a(instr[20:16]),
        .b(instr[15:11]),
        .sel(control_reg_dst),
        .y(destination_reg)
    );
    sign_extend imm_extender(
        .sign_ex_in(instr[15:0]),
        .sign_ex_out(temp_imm_value)
    );
    mux2 #(.mux_width(1)) mem_to_reg_mux(
        .a(temp_mem_to_reg),
        .b(1'b0),
        .sel(hazard_selector),
        .y(mem_to_reg)
    );
    mux2 #(.mux_width(2)) alu_op_mux(
        .a(temp_alu_op),
        .b(2'b0),
        .sel(hazard_selector),
        .y(alu_op)
    );
    mux2 #(.mux_width(1)) mem_read_mux(
        .a(temp_mem_read),
        .b(1'b0),
        .sel(hazard_selector),
        .y(mem_read)
    );
    mux2 #(.mux_width(1)) mem_write_mux(
        .a(temp_mem_write),
        .b(1'b0),
        .sel(hazard_selector),
        .y(mem_write)
    );
    mux2 #(.mux_width(1)) alu_src_mux(
        .a(temp_alu_src),
        .b(1'b0),
        .sel(hazard_selector),
        .y(alu_src)
    );
    mux2 #(.mux_width(1)) reg_write_mux(
        .a(temp_reg_write),
        .b(1'b0),
        .sel(hazard_selector),
        .y(reg_write)
    );
    assign reg1 = temp_reg1;
    assign reg2 = temp_reg2;
    assign imm_value = temp_imm_value;
    assign jump_address = instr[25:0] << 2;
    assign branch_taken = control_branch & ((reg1 ^ reg2) == 32'd0) ? 1'b1 : 1'b0;
    assign branch_address = (temp_imm_value << 2) + pc_plus4;
    assign hazard_selector = ~(Data_Hazard) | Control_Hazard;
endmodule
`timescale 1ns / 1ps
module control(
    input reset,
    input[5:0] opcode,  
    output reg reg_dst, mem_to_reg, 
    output reg [1:0] alu_op,  
    output reg mem_read, mem_write, alu_src, reg_write, branch, jump 
    );
always @(*)    
 begin  
      if(reset == 1'b1) begin  
                reg_dst = 1'b0;  
                mem_to_reg = 1'b0;  
                alu_op = 2'b10;  
                mem_read = 1'b0;  
                mem_write = 1'b0;  
                alu_src = 1'b0;  
                reg_write = 1'b0;  
                branch = 1'b0; 
                jump = 1'b0;    
      end  
      else begin  
      casex(opcode)   
      6'b000000: begin  
                reg_dst = 1'b1;  
                mem_to_reg = 1'b0;  
                alu_op = 2'b10;  
                mem_read = 1'b0;  
                mem_write = 1'b0;  
                alu_src = 1'b0;  
                reg_write = 1'b1;
                branch = 1'b0; 
                jump = 1'b0;    
                end
      6'b110000: begin  
                reg_dst = 1'b1;  
                mem_to_reg = 1'b0;  
                alu_op = 2'b10;  
                mem_read = 1'b0;  
                mem_write = 1'b0;  
                alu_src = 1'b1;  
                reg_write = 1'b1;
                branch = 1'b0; 
                jump = 1'b0;    
                end
      6'b001000: begin  
                reg_dst = 1'b0;  
                mem_to_reg = 1'b0;  
                alu_op = 2'b00;  
                mem_read = 1'b0;  
                mem_write = 1'b0;  
                alu_src = 1'b1;  
                reg_write = 1'b1;
                branch = 1'b0; 
                jump = 1'b0;    
                end 
      6'b001xxx: begin  
                reg_dst = 1'b0;  
                mem_to_reg = 1'b0;  
                alu_op = 2'b11;  
                mem_read = 1'b0;  
                mem_write = 1'b0;  
                alu_src = 1'b1;  
                reg_write = 1'b1; 
                branch = 1'b0; 
                jump = 1'b0;   
                end
      6'b100011: begin  
                reg_dst = 1'b0;  
                mem_to_reg = 1'b1;  
                alu_op = 2'b00;    
                mem_read = 1'b1;  
                mem_write = 1'b0;  
                alu_src = 1'b1;  
                reg_write = 1'b1;   
                branch = 1'b0; 
                jump = 1'b0;
                end  
      6'b101011: begin  
                reg_dst = 1'b0;  
                mem_to_reg = 1'b0;  
                alu_op = 2'b00;    
                mem_read = 1'b0;  
                mem_write = 1'b1;  
                alu_src = 1'b1;  
                reg_write = 1'b0;  
                branch = 1'b0; 
                jump = 1'b0;
                end 
       6'b00010x: begin  
                reg_dst = 1'b0;  
                mem_to_reg = 1'b0;  
                alu_op = 2'b01;  
                mem_read = 1'b0;  
                mem_write = 1'b0;  
                alu_src = 1'b0;  
                reg_write = 1'b0;
                branch = 1'b1; 
                jump = 1'b0;    
                end 
       6'b000010: begin  
                reg_dst = 1'b0;  
                mem_to_reg = 1'b0;  
                alu_op = 2'b00;  
                mem_read = 1'b0;  
                mem_write = 1'b0;  
                alu_src = 1'b0;  
                reg_write = 1'b0;
                branch = 1'b0; 
                jump = 1'b1;    
                end 
      endcase  
      end  
 end 
 endmodule 
`timescale 1ns / 1ps
module mux2 #(parameter mux_width= 32)
(   input [mux_width-1:0] a,b,
    input sel,
    output [mux_width-1:0] y
    );
    assign y = sel ? b : a;
endmodule
`timescale 1ns / 1ps
module register_file(
    input clk, reset,  
    input reg_write_en,  
    input [4:0] reg_write_dest,  
    input [31:0] reg_write_data,
    input [4:0] reg_read_addr_1, 
    input [4:0] reg_read_addr_2,  
    output [31:0] reg_read_data_1,  
    output [31:0] reg_read_data_2 
    );
    reg [31:0] reg_array [31:0];  
    always @ (negedge clk ) begin  
           if(reset) begin  
                reg_array[0] <= 32'b0;  
                reg_array[1] <= 32'b0;  
                reg_array[2] <= 32'b0;  
                reg_array[3] <= 32'b0;  
                reg_array[4] <= 32'b0;  
                reg_array[5] <= 32'b0;  
                reg_array[6] <= 32'b0;  
                reg_array[7] <= 32'b0; 
                reg_array[8] <= 32'b0;  
                reg_array[9] <= 32'b0;  
                reg_array[10] <= 32'b0;  
                reg_array[11] <= 32'b0;  
                reg_array[12] <= 32'b0;  
                reg_array[13] <= 32'b0;  
                reg_array[14] <= 32'b0;  
                reg_array[15] <= 32'b0;
                reg_array[16] <= 32'b0;  
                reg_array[17] <= 32'b0; 
                reg_array[18] <= 32'b0;  
                reg_array[19] <= 32'b0;  
                reg_array[20] <= 32'b0; 
                reg_array[21] <= 32'b0;  
                reg_array[22] <= 32'b0;  
                reg_array[23] <= 32'b0;  
                reg_array[24] <= 32'b0;  
                reg_array[25] <= 32'b0;  
                reg_array[26] <= 32'b0;  
                reg_array[27] <= 32'b0; 
                reg_array[28] <= 32'b0;  
                reg_array[29] <= 32'b0;  
                reg_array[30] <= 32'b0;  
                reg_array[31] <= 32'b0;     
           end  
           else begin  
                if(reg_write_en) begin  
                     reg_array[reg_write_dest] <= reg_write_data;  
                end  
           end  
      end  
      assign reg_read_data_1 = ( reg_read_addr_1 == 0)? 32'b0 : reg_array[reg_read_addr_1];  
      assign reg_read_data_2 = ( reg_read_addr_2 == 0)? 32'b0 : reg_array[reg_read_addr_2];  
endmodule
`timescale 1ns / 1ps
module sign_extend(
    input [15:0] sign_ex_in,
    output reg [31:0] sign_ex_out
    );
    always @(*) begin
        sign_ex_out = { {16{sign_ex_in[15]}}, sign_ex_in[15:0] };
    end
endmodule
[config.mk]
export PLATFORM = sky130hd
export DESIGN_NAME = ID_pipe_stage
export DESIGN_NICKNAME = ID_pipe_stage
export VERILOG_FILES = /design/flow/design.v
export SDC_FILE = /design/flow/constraint.sdc
export NUM_CORES = 4
export LEC_CHECK = 1
export CORE_UTILIZATION = 30
==> Slide: Implementation Results <==
Synthesis and Place & Route Summary

Critical path
  • Worst path top cell family by delay: AND-OR/OR-AND gates
  • CP Cell Sequence: mux4_2, a221oi_1, a211oi_1, xnor2_1, nand4_1, nor4_4, buf_4, clkdlybuf4s50_1
  • Crit. Startpoint: rf.reg_array[27][4]
  • Levels on crit path: 8
  • CP max stage cell: a221oi_1
  • Critical-path maximum fanout: 2
  • Crit Path Category: flip-flop to output pin
  • Crit end category: output pin
  • Critical Path Start Type: flip-flop
  • Worst EP arrival: 12.36 ns
  • Slowest stage delay, CP: 0.74 ns
  • Critical Path RT: 12.40 ns
  • CP Buf/Inv Count: 2

Die
  • Core ar.: 186000 um2
  • Fp util: 30.3%
  • Die Span Y: 435 um
  • I/O pins: 214
  • # rows: 158
  • Chip Area: 189000 um2
  • Chip width: 435 um

Hold path
  • Critical hold path startpoint: pc_plus4[0]
  • Worst min path class: input port to output pin
  • WHS Path Cells: 0

Clock tree
  • CTS tree: yes
  • Clk buf depth: 3
  • # Post-CTS Setup Buffers: 0
  • Total CTS buffers: 111
  • Clock slew at reported path FFs: 0.03 ns
  • Root buf cell: clkbuf_16
  • CTS H-tree depth: 3
  • Post-CTS Hold Buffers: 0

Final timing
  • TNS Setup: 0 ns
  • Register pins left without a clock: 9
  • Fin. Hold Viols: 0
  • Worst slew pin tran: 1.03 ns
  • Post-route setup slack: 0.0428 ns
  • RSZ-0062 raised after global routing: false
  • Setup violations, final: 0
  • Final Max Slew Viols: 0
  • Endpoints left unconstrained: 10
  • Slew HR: 31.5%

Routing
  • Drt first pass iters: 6
  • Total Wirelength: 211000 um
  • Initial DRC count: 2586
  • Vias/cell: 5.24
  • DR vias: 39.3k
  • Per-cell routed wire length: 28.2 um
  • Final ANT Viol Nets: 0
  • DR DRC count: 0

Logic synthesis
  • Registers, synthesis: 1033
  • Ys async rst share: 0%
  • Ys flop type: edfxtp_1
  • Syn. warnings: 3
  • Count of different cell masters after synthesis: 66
  • Syn Inst Count: 3835
  • Synth logic family: multiplexers
  • Post-synth EDFFs: 1024
  • Yosys stat cell total: 3835
  • Adders+Majority by Area: 0.191%
  • Yosys stat chip area: 56200 um2
  • Post-Synth XOR/XNOR Area: 0.607%
  • Synth Area per Inst: 14.7 um2
  • Syn Std Cell Area: 56200 um2
  • Mux frac, synth: 22.4%
  • Aoi share: 3.92%
  • Simple share: 14.1%

GRT
  • Met1 Usage GRT: 23.0%
  • Most Crowded Layer GR: met2
  • M2 GR Usage: 34.5%
  • Vias in the first global route: 43.4k
  • M3 GR Usage: 18.4%
  • Largest net degree at the start of global routing: 78
  • First-pass GRT wire length: 297000 um
  • GRT Overall Usage: 23.6%
  • Initial antenna violation count: 11
  • Gr ovfl total: 0

Placement
  • Count of port buffers added during placement: 201
  • HPWL Detailed: 124000 um
  • Dpl ws: 0.372 ns
  • Gpl congestion: 0.994

Final layout
  • Biggest register: rf.reg_array
  • Filler cells: 17.3k
  • Area growth syn-to-layout: 22.3%
  • Comb area: 23600 um2
  • Layout cells sized above 1: 19.6%
  • Max reg flops: 1024
  • Register area: 30900 um2

Pwr
  • Largest vdd supply drop: 79.8 uV
  • PwrDens: 117 nW/um2
  • Pleak: 27.6 nW

Job
  • Max Cap Viol: 0
  • Stage-log warning count: 1027

Outcome
  • Run status: finished, final reports clean
[routing by layer]
| metal | up-vias | share of wire (%) |
|---|---|---|
| li1 | 16800 | - |
| met1 | 19300 | 31 |
| met2 | 2624 | 47 |
| met3 | 555 | 16 |
| met4 | 14 | 6.2 |
| met5 | - | 0.22 |
[cells in the mapped netlist, types with 14 or more instances]
cell type  number  share of area (%)
mux2_2         68                1.4
buf_4          79                1.1
a21oi_1        27               0.24
a211oi_1       22               0.29
a22o_1         16               0.25
clkbuf_1      264                1.8
mux2i_1       185                3.3
buf_2          67               0.60
xor2_1         15               0.23
o221ai_1       55               0.86
inv_1          14              0.093
and2_1       1033                 11
nor2_1         62               0.41
nor2b_1        16               0.18
xnor2_1        24               0.37
nor3_1         19               0.17
nand2_1        84               0.56
mux4_2        443                 18
edfxtp_1     1024                 55
buf_1          18               0.12
nand3_1        16               0.14
and3_1         17               0.19
a22oi_1        52               0.69
or2_2          33               0.37
a221oi_1       38               0.59
[metrics by stage]
step,cell area [um2],hold slack [ns],utilization (%),total power [mW],std cells
final,68800,6.20,37.0,8.07,7499
after global routing,68700,6.20,37.0,8.52,7485
after CTS,68600,6.20,36.9,8.15,7483
after detailed placement,61000,6.20,32.8,4.68,6260
after global placement,61000,6.20,32.8,4.67,6260
after floorplan,56200,6.25,-,4.22,3836
[report_power, final]
group	internal [mW]	switching (mW)	leakage [nW]
Clock	1.99	1.80	7.31
Sequential	3.22	0.0695	9.81
Combinational	0.413	0.581	10.5
[cells by family (layout without fill, tap and decap cells)]
kind of cell	count (synthesis)	count (layout)
latches	9	9
buffers and inverters	453	1620
adders and majority gates	8	8
other	1	18
muxes	696	696
xor gates and xnor gates	39	39
AOI/OAI and AO/OA	280	280
DFF	1024	1024
and+or+nand+nor	1325	1325
[layout make-up]
class / count / share of cell area, %
Sequential cell: 1033 / 44.9
Multi-Input combinational cell: 2350 / 34.3
Clock inverter: 1110 / 6.93
Timing Repair Buffer: 381 / 5.05
Tap cell: 2480 / 4.51
Clock buffer: 114 / 4.15
Inverter: 15 / 0.0819
Antenna cell: 16 / 0.0582
[path summary, 6_finish.rpt]
path	slack [ns]	end
min	6.20	branch_address[0]
max	0.04	branch_taken
[placed cells by master, fill, tap and decap left out, types with 17 or more instances in the layout]
| master | count |
|---|---|
| clkbuf_16 | 114 |
| clkinvlp_2 | 31 |
| nor2_4 | 32 |
| a211oi_1 | 20 |
| mux2i_1 | 185 |
| mux4_2 | 443 |
| or2_2 | 33 |
| bufinv_16 | 19 |
| a221oi_1 | 24 |
| nor3_1 | 19 |
| nand2_1 | 84 |
| and2_1 | 1033 |
| a22oi_1 | 52 |
| a21oi_1 | 27 |
| edfxtp_1 | 1024 |
| nor2_1 | 28 |
| clkdlybuf4s50_1 | 191 |
| mux2_2 | 68 |
| and3_1 | 17 |
| o221ai_1 | 55 |
| xnor2_1 | 23 |
| inv_1 | 1058 |
| buf_4 | 174 |
[what timing repair did]
action	CTS	global route
resized	7	15
pin swaps	0	4
endpoints found under the setup margin	1	1
No activity file was given, so power comes from the tool's default toggle rates.
