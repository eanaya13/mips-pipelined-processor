[flow/design.v]
`timescale 1ns / 1ps
module data_memory(
    input clk,
    input [31:0] mem_access_addr,
    input [31:0] mem_write_data,
    input mem_write_en,
    input mem_read_en,
    output [31:0] mem_read_data);
    integer i;  
    reg [31:0] ram [255:0];  
    wire [7 : 0] ram_addr = mem_access_addr[9 : 2];  
    initial 
    begin  
        for(i=0;i<256;i=i+1)  
            ram[i] <= 32'd0;  
        end  
        always @(posedge clk) begin  
            if (mem_write_en)  
                ram[ram_addr] <= mem_write_data;  
            end  
      assign mem_read_data = (mem_read_en==1'b1) ? ram[ram_addr]: 32'd0;
endmodule
[flow/run.sh]
#!/bin/bash
# OpenROAD 26Q1-2900-gdf79404cd8, Yosys 0.63+post, stock flow scripts
make -C /OpenROAD-flow-scripts/flow DESIGN_CONFIG=/design/flow/config.mk WORK_HOME=/design/flow/orfs finish
[flow/config.mk]
export PLATFORM = sky130hd
export DESIGN_NAME = data_memory
export DESIGN_NICKNAME = data_memory
export VERILOG_FILES = /design/flow/design.v
export SDC_FILE = /design/flow/constraint.sdc
export NUM_CORES = 4
export LEC_CHECK = 1
export CORE_UTILIZATION = 50
export SYNTH_MEMORY_MAX_BITS = 65536
[flow/constraint.sdc]
current_design data_memory

set clk_period 42.4
set clk_io_pct 0.2

create_clock -name clk0 -period $clk_period [get_ports {clk}]

set non_clock_inputs [all_inputs -no_clocks]
set_input_delay [expr $clk_period * $clk_io_pct] -clock clk0 $non_clock_inputs
set_output_delay [expr $clk_period * $clk_io_pct] -clock clk0 [all_outputs]
==> summary.log <==
INFO  detailed_routing drt_drc_violations_left=0
INFO  setup_path     critPathLaunchType=input pin
INFO  timing         slew_headroom=24.7%
INFO  logic_synthesis ys_warn_count=1
INFO  logic_synthesis yosysChipArea=0.314mm^2
INFO  placement      gpl.final_weighted_congestion=0.897
INFO  cells_and_area final_util=56.9%
INFO  hold_path      hold_path_end=ram[158][0]
INFO  logic_synthesis yosys_instances=15300
INFO  timing         min_period_over_period=58.6%
INFO  clock_tree     master_cell_of_the_clock_root_buffer=clkbuf_16
INFO  logic_synthesis simple_gate_area_share=2.22%
INFO  global_routing grt_pass1_vias=167000
INFO  clock_tree     cts.clk_slew.worst_paths=0.06ns
INFO  flow_run       openroad_warning_count=53
INFO  hold_path      worstHoldPathType=input pin to flop
INFO  detailed_routing topRoutingLayerUsed=met5
INFO  timing         final_tally_of_setup_violations=0
INFO  run_status     outcome=complete, no violations
INFO  cells_and_area mostFrequentLayoutCell=edfxtp_1
INFO  pwr            power.sequential.fraction=53.6%
INFO  logic_synthesis synth_xor_xnor_area_share=0%
INFO  floorplan      total_die_size=0.631mm^2
INFO  cells_and_area layout-drive-gt1-share=22.7%
INFO  floorplan      die_h=795um
INFO  logic_synthesis synth.logic.top_family=multiplexers
INFO  clock_tree     htree_levels=6
INFO  pwr            total_leakage_power=113nW
INFO  clock_tree     setup_buffers_after_cts=0
INFO  cells_and_area final-instance-count-excl-fill=25200
INFO  pwr            internal_power=13.1mW
INFO  detailed_routing detailroute.wirelength.met2=398000um
INFO  pwr            p_sw=3.59mW
INFO  logic_synthesis top_area_cell=edfxtp_1
INFO  placement      place.port_buffers=74
INFO  detailed_routing route.detailed.vias_per_inst=6.20
INFO  global_routing antenna_violations_before_repair=46
INFO  detailed_routing final_antenna_net_count=0
INFO  pwr            switching_share=21.5%
INFO  clock_tree     ctsLongestPathBuffers=4
INFO  clock_tree     cts-resized-gates=0
INFO  pwr            comb_power_share=4.9%
INFO  setup_path     worst_ep_required_time=33.92ns
INFO  detailed_routing routed-via-count=156000
INFO  logic_synthesis distinct_lib_cells=56
INFO  pwr            vdd.ir_drop.worst=46.0uV
INFO  cells_and_area reg.largest.list=ram x8192
INFO  floorplan      area_of_the_core_region=0.625mm^2
INFO  hold_path      whs_path_depth=1
INFO  flow_run       max-cap-violations=0
INFO  logic_synthesis yosys.area_share.adder=0%
INFO  setup_path     crit_arrival=16.36ns
INFO  timing         finalMaxSlewViolations=0
INFO  floorplan      die-width=795um
INFO  setup_path     cp-end-kind=primary output
INFO  setup_path     timing.critical_path.fanout_max=83
INFO  pwr            clkPwrFrac=41.6%
INFO  floorplan      fp_util=50.3%
INFO  placement      detailedPlacementHpwl=512000um
INFO  logic_synthesis syn_inst=15300
INFO  timing         tns=0ns
INFO  setup_path     critPathKind=input pin to primary output
INFO  logic_synthesis ys_ff=8192
INFO  placement      numPlacedInstances=23600
INFO  timing         final-hold-violation-count=0
INFO  hold_path      hold_start=mem_write_data[0]
INFO  logic_synthesis synth.avg_cell_area=20.5um^2
INFO  cells_and_area largest_reg_flops=8192
INFO  timing         period_needed=24.84ns
INFO  pwr            power_per_cell_area=46.9mW/mm^2
INFO  global_routing grt_remaining_overflow=0
INFO  timing         max_freq=40.3MHz
INFO  detailed_routing finalWirelength=884000um
INFO  logic_synthesis synthTopCellsByArea=edfxtp_1 (78%), mux4_2 (8.3%), mux2i_1 (4.5%), mux2_2 (1.2%), o22ai_1 (0.83%)
INFO  detailed_routing detail_route.wl_per_cell=35.1um
INFO  logic_synthesis compound_area_share=3.93%
INFO  logic_synthesis dominantRegCellSynth=edfxtp_1
INFO  clock_tree     hold_buffers=0
INFO  logic_synthesis ys_seq_share=78.3%
INFO  global_routing grt_first_pass_wirelength=1240000um
INFO  logic_synthesis enable_flop_cells=8192
INFO  floorplan      rows=290
INFO  clock_tree     clock_sink_count=8192
INFO  timing         max_slew.worst_pin.slew=1.13ns
INFO  detailed_routing wl_met3=181000um
INFO  detailed_routing first_pass_iters=6
INFO  cells_and_area area_growth_syn_to_layout=13.2%
INFO  cells_and_area registers.top_by_ff_count=ram
INFO  clock_tree     cts_made_buffers=817
INFO  floorplan      floorplan.io_pins=99
INFO  cells_and_area top_layout_cells=edfxtp_1 (8192), mux2i_1 (1418), mux4_2 (1154)
INFO  clock_tree     tritoncts=yes
INFO  logic_synthesis synthDominantCellAreaShare=78.3%
INFO  logic_synthesis asyncSetResetFlopFracSynth=0%
INFO  logic_synthesis post_synth_mux_area_share=14.0%
INFO  detailed_routing drtIter0Drc=10300
INFO  timing         unrepaired_setup_endpoints_after_global_routing=no
INFO  global_routing global_route_usage_sum=31.7%
INFO  global_routing grt_start_max_net_pins=102
INFO  detailed_routing wl_met1=267000um
INFO  logic_synthesis synthesis.area=0.314mm^2
## per-stage QoR
stage	setup slack (ns)	power, mW	hold slack [ns]	instance area (um^2)
after detailed placement	17.49	9.91	8.88	330000
final	17.56	16.7	7.66	355000
after CTS	17.49	16.8	7.63	355000
after floorplan	23.32	9.48	8.58	314000
after global routing	16.99	17.1	7.66	355000
after global placement	17.46	9.90	8.87	330000
## layer usage
layer | vias up | GRT usage [%]
met4 | 68 | 9.72
met3 | 1562 | 27.7
met2 | 10500 | 42.6
li1 | 65700 | -
met5 | - | 2.44
met1 | 78200 | 39.6
## Yosys cell counts (8+ instances only)
master / number
a221oi_1: 126
o22ai_1: 416
mux2_2: 348
nor3_1: 37
nand3_1: 181
nor4_2: 13
mux4_2: 1154
and2_1: 8
a22oi_1: 70
or4_1: 31
a211oi_1: 181
buf_2: 325
mux2i_1: 1418
nand4_1: 135
and3_1: 34
o221ai_1: 62
o21ai_0: 349
a21oi_1: 383
buf_6: 54
buf_1: 60
nand2_1: 167
o211ai_1: 31
buf_4: 98
clkbuf_1: 378
nor4_1: 82
o32ai_1: 30
nor2_1: 480
a2111oi_1: 27
edfxtp_1: 8192
nor2b_1: 192
a22o_1: 32
a2111oi_0: 155
## how the worst max path moves through the flow
stage         depth (start not counted)                from                 to  slack [ns]
CTS                                  17  mem_access_addr[3]  mem_read_data[15]       17.49
global route                         17  mem_access_addr[3]  mem_read_data[15]       16.99
finish                               17  mem_access_addr[3]  mem_read_data[15]       17.56
## critical path, stage by stage
cell and delay, ns:
buf_16 0.34, buf_4 0.55, buf_4 0.50, buf_4 0.47, buf_4 0.62, buf_4 0.54
buf_4 0.60, buf_4 0.69, mux2_2 0.41, o21ai_0 0.14, a21oi_1 0.15, a221oi_1 0.79
nand3_1 0.53, a21oi_1 0.57, a2111oi_2 0.11, buf_4 0.22, clkdlybuf4s50_1 0.41
## power by group through the flow
stage	registers [mW]	clock network (mW)	logic (mW)
6_report	8.93	6.93	0.810
5_1_grt	8.93	7.34	0.860
4_1_cts	8.93	7.03	0.809
## cell families after synthesis
kind of cell           Yosys count
AOI/OAI and AO/OA             1877
buffers and inverters          927
muxes                         2920
and+or+nand+nor               1387
DFF                           8192
## layout make-up
cell class / count / area, um^2
fill: 45400 / 269000
tap: 8322 / 10400
sequential: 8192 / 246000
timing repair buffer: 936 / 7600
clock inverter: 470 / 4150
antenna: 45 / 113
multi-input combinational: 6184 / 65800
inverter: 3 / 18.8
clock buffer: 1017 / 21400
Power and IR drop assume default switching activity.
