**./config.mk**
```make
export PLATFORM = sky130hd
export DESIGN_NAME = EX_pipe_stage
export DESIGN_NICKNAME = EX_pipe_stage
export VERILOG_FILES = /design/flow/design.v
export SDC_FILE = /design/flow/constraint.sdc
export NUM_CORES = 4
export LEC_CHECK = 1
export CORE_UTILIZATION = 50
```
**./constraint.sdc**
```tcl
current_design EX_pipe_stage

set clk_period 454.2
set clk_io_pct 0.2

create_clock -name clk0 -period $clk_period

set non_clock_inputs [all_inputs -no_clocks]
set_input_delay [expr $clk_period * $clk_io_pct] -clock clk0 $non_clock_inputs
set_output_delay [expr $clk_period * $clk_io_pct] -clock clk0 [all_outputs]
```
**./design.v**
```verilog
`timescale 1ns / 1ps
module ALU(
    input [31:0] a,  
    input [31:0] b, 
    input [3:0] alu_control,
    output zero, 
    output reg [31:0] alu_result); 
    wire signed [31:0] signed_a; 
    assign signed_a = a;
 always @(*)
 begin   
      case(alu_control)  
      4'b0000: alu_result = a & b;  
      4'b0001: alu_result = a | b;  
      4'b0010: alu_result = a + b;  
      4'b0100: alu_result = a ^ b;  
      4'b0101: alu_result = a * b;  
      4'b0110: alu_result = a - b;  
      4'b0111: alu_result = (a<b) ? 32'd1 : 32'd0;  
      4'b1000: alu_result = a << b[10:6];  
      4'b1001: alu_result = a >> b[10:6];  
      4'b1010: alu_result = signed_a >>> b[10:6];  
      4'b1011: alu_result = a/b;  
      4'b1100: alu_result = ~(a | b);  
      default: alu_result = a + b;  
      endcase  
 end  
 assign zero = (alu_result==32'd0) ? 1'b1: 1'b0;
endmodule
`timescale 1ns / 1ps
module ALUControl( 
    input [1:0] ALUOp, 
    input [5:0] Function,
    output reg[3:0] ALU_Control);  
wire [7:0] ALUControlIn;  
 assign ALUControlIn = {ALUOp,Function};  
 always @(ALUControlIn)  
 casex (ALUControlIn)  
        8'b1x100100: ALU_Control=4'b0000;    
        8'b11xxxxxx: ALU_Control=4'b0000;    
        8'b10100101: ALU_Control=4'b0001;    
        8'b00xxxxxx: ALU_Control=4'b0010;    
        8'b10100000: ALU_Control=4'b0010;    
        8'b10011000: ALU_Control=4'b0101;    
        8'b10011010: ALU_Control=4'b1011;    
        8'b01xxxxxx: ALU_Control=4'b0110;    
        8'b10100010: ALU_Control=4'b0110;    
        8'b10101010: ALU_Control=4'b0111;    
        8'b10000000: ALU_Control=4'b1000;    
        8'b10000010: ALU_Control=4'b1001;    
        8'b10000011: ALU_Control=4'b1010;    
        8'b10100111: ALU_Control=4'b1100;    
        8'b10100110: ALU_Control=4'b0100;    
        default: ALU_Control=4'b0000;
    endcase  
 endmodule  
`timescale 1ns / 1ps
module EX_pipe_stage( 
    input [31:0] id_ex_instr,
    input [31:0] reg1, reg2,
    input [31:0] id_ex_imm_value,
    input [31:0] ex_mem_alu_result,
    input [31:0] mem_wb_write_back_result,
    input id_ex_alu_src,
    input [1:0] id_ex_alu_op,
    input [1:0] Forward_A, Forward_B,
    output [31:0] alu_in2_out,
    output [31:0] alu_result
    );
    wire [31:0] ALUwire1;
    wire [31:0] ALUwire2;
    wire [31:0] alu_input2_temp; 
    wire [3:0] ALU_Control;
    wire zero;
    mux4 #(.mux_width(32)) m1 (
        .a(reg1),
        .b(mem_wb_write_back_result),
        .c(ex_mem_alu_result),
        .d(0),
        .sel(Forward_A),
        .y(ALUwire1)
    );
    mux4 #(.mux_width(32)) m2 (
        .a(reg2),
        .b(mem_wb_write_back_result),
        .c(ex_mem_alu_result),
        .d(0),
        .sel(Forward_B),
        .y(alu_input2_temp) 
    );
    mux2 #(.mux_width(32)) m3 (
        .a(alu_input2_temp), 
        .b(id_ex_imm_value),
        .sel(id_ex_alu_src),
        .y(ALUwire2)
    );
    ALU alu (
        .a(ALUwire1),
        .b(ALUwire2),
        .alu_control(ALU_Control),
        .zero(zero),
        .alu_result(alu_result)
    );
    ALUControl ALUcontroller (
        .ALUOp(id_ex_alu_op),
        .Function(id_ex_instr[5:0]),
        .ALU_Control(ALU_Control)
    );
    assign alu_in2_out = alu_input2_temp;
endmodule
`timescale 1ns / 1ps
module mux2 #(parameter mux_width= 32)
(   input [mux_width-1:0] a,b,
    input sel,
    output [mux_width-1:0] y
    );
    assign y = sel ? b : a;
endmodule
`timescale 1ns / 1ps
module mux4#(parameter mux_width= 32)(
    input [mux_width-1:0] a,b,c,d,
    input [1:0] sel,
    output [mux_width-1:0] y
    );
    assign y = sel[1] ? (sel[0] ? d : c) : (sel[0] ? b : a);
endmodule
```
**./run.sh**
```bash
#!/bin/bash
# OpenROAD 26Q1-2900-gdf79404cd8, Yosys 0.63+post, stock flow scripts
make -C /OpenROAD-flow-scripts/flow DESIGN_CONFIG=/design/flow/config.mk WORK_HOME=/design/flow/orfs finish
```
==> reports/summary.txt <==
status: finished clean
Yosys warnings: 2
fin area: 58000 um^2
I/O Pins: 263
largest net degree at the start of global routing: 74
Post-Synthesis Cells: 7582
Pwr per Cell Area: 6.68 nW/um^2
# hold bufs at CTS: 0
unrepaired setup endpoints after global routing: false
die width: 328 um
Post-CTS Setup Repair Bufs: 0
Hold Crit Class: in2out
# DRC: 0
Net Sw Power: 234 uW
routed len/inst: 27.0 um
Internal Power: 154 uW
synthesized cell area: 53200 um^2
Final Setup Violations: 0
Cell Area, Placed: 58000 um^2
FP Core Util: 0.505
Core ar.: 105000 um^2
Net Sw Frac: 0.603
Synth area leader: ha_1
CP max stage delay: 890 ps
first-pass GRT wire length: 359 mm
vias in the first global route: 54600
RD Place Congestion: 1.09
count of tool warnings: 127
Period Utilization, post-route: 0.614
Iteration-0 DRC Markers: 5088
Flop area: 0 um^2
Post-Route WL: 246 mm
Mean Syn Cell Area: 7.02 um^2
critical path launch point type: primary input
FP Rows: 119
post-synthesis sequential area ratio: 0
port bufs: 237
Area Growth Syn to Fin: 8.98%
Fmax: 0.00358 GHz
Via density: 6.43
Fin. Hold Viols: 0
post-route minimum period: 279050 ps
GRT Residual Overflow: 0
Top cells by area: ha_1 18%, fa_1 15%, nand2_1 6.9%
total power: 387 uW
Routed Antenna Nets: 0
via count: 58500
share of cells above drive strength 1: 0.0612
worst setup path class: in2out
Leakage: 0.0279 uW
Yosys Chip Area: 53200 um^2
Clock Buffer Count: 0
synth cell count leaders: 984 x nand2_1, 809 x nor2_1, 750 x ha_1, 717 x inv_1, 555 x a21oi_1
die area: 108000 um^2
Max-area cell share: 0.176
# resized after CTS: 0
GRT Total Usage: 0.465
crit path capture type: output pin
Die Ht: 328 um
worst hold slack: 182690 ps
max-slew violations: 0
Slew HR: 0.194
Worst EP required: 363360 ps
Tightest Pin Transition: 1200 ps
VDD IR max: 0.0000211 V
TNS Setup: 0 ps
DRT Pass-1 Iters: 22
Worst Path Arrival: 188210 ps
initial antenna violation count: 25
slowest CP cell: a2111oi_0
Flop Count: 0
Yosys cell types: 117
ys cells: 7582
largest fanout on the critical path: 45
Max Cap Viol: 0
most frequent cell after synthesis: nand2_1
dpl hpwl: 195 mm
cells in the final DEF, fill, tap and decap left out, drive strengths merged, types with 30 or more instances in the layout:
master	Yosys	routed
nand2	984	984
nor2	811	811
ha	750	750
inv	724	725
a21oi	562	562
fa	410	410
o21ai	399	399
xnor2	257	257
clkdlybuf4s50	0	232
buf	86	217
nor3	210	210
a21o	178	178
o21a	156	156
xor2	148	148
nand3	142	142
mux2i	126	126
a31oi	95	95
nand2b	75	75
nor2b	74	74
a211oi	71	71
o211ai	67	67
or3	62	62
mux2	59	59
and2	57	57
a221oi	56	56
and3	54	54
nand4	50	50
or2	49	49
o21bai	48	48
o31ai	48	48
o22ai	39	39
nor4	37	37
o221ai	30	30
per-stage QoR:
stage,setup slack (ps),utilization,instances
final,175150,0.550,9110
after global routing,169560,0.550,9102
after CTS,177620,0.550,9101
after detailed placement,177960,0.550,9101
after global placement,178680,0.550,9101
after floorplan,191470,-,7582
final cells by class:
cell class,instances,area (um^2)
multi-input cells,6519,49500
fillers,10300,47400
repair buffers,449,3960
inverters,742,2790
well taps,1391,1740
diodes,9,22.5
routing by layer:
layer,vias to the layer above,wire length [um],part of all wire,global-route usage
li1,27000,-,-,-
met1,27600,98100,0.40,0.623
met2,3242,101000,0.41,0.665
met3,746,29800,0.12,0.159
met4,32,17000,0.069,0.247
met5,-,385,0.0016,0.00222
logic make-up after synthesis:
logic type	synth area share
AOI/OAI and AO/OA	0.261
xor gates and xnor gates	0.0666
adders and majority gates	0.331
buffers and inverters	0.0766
muxes	0.0364
and+or+nand+nor	0.229
worst max-delay path: cells and delay by family:
family / cells / cell delay (ps)
compound gates: 189 / 56160
fa+ha+maj: 31 / 10130
buf+inv: 31 / 8990
mux: 3 / 980
simple gates: 83 / 20810
path summary, 6_finish.rpt:
| check | depth (start not counted) | start | endpoint | slack [ps] |
|---|---|---|---|---|
| setup / recovery | 337 | Forward_B[1] | alu_result[0] | 175150 |
| hold / removal | 4 | mem_wb_write_back_result[21] | alu_in2_out[21] | 182690 |
No activity file was given, so power comes from the tool's default toggle rates.
